[run.sh]
#!/bin/bash
# OpenROAD 26Q1-2900-gdf79404cd8, Yosys 0.63+post, stock flow scripts
make -C /OpenROAD-flow-scripts/flow DESIGN_CONFIG=/design/flow/config.mk WORK_HOME=/design/flow/orfs finish
[config.mk]
export PLATFORM = sky130hd
export DESIGN_NAME = fsm
export DESIGN_NICKNAME = fsm
export VERILOG_FILES = /design/flow/design.v
export SDC_FILE = /design/flow/constraint.sdc
export NUM_CORES = 4
export LEC_CHECK = 1
export CORE_UTILIZATION = 40
[constraint.sdc]
current_design fsm

set clk_period 7.5
set clk_io_pct 0.2

create_clock -name clk0 -period $clk_period [get_ports {clk}]

set non_clock_inputs [all_inputs -no_clocks]
set_input_delay [expr $clk_period * $clk_io_pct] -clock clk0 $non_clock_inputs
set_output_delay [expr $clk_period * $clk_io_pct] -clock clk0 [all_outputs]
[design.v]
module fsm(
    input clk,
    input reset,
    output reg [2:0] out
);
localparam green = 2'b00,
            yellow = 2'b01,
            red =2'b10;
reg [1:0]current_state;
reg[1:0] next_state;
integer counter=0;
always@(posedge clk)begin
    if(reset)begin
        counter=0;
        next_state=green;
        current_state=next_state;
    end
    case(current_state)
    green: 
        begin
            if(counter==5)begin
                next_state=yellow;
                current_state=next_state;
            end
            else begin
                next_state=green;
                current_state=next_state;
            end
            counter<=counter+1;
        end
    yellow:
        begin
            if(counter==7)begin
                next_state=red;
                current_state=next_state;
            end
            else begin
                next_state=yellow;
                current_state=next_state;
            end
            counter<=counter+1;
        end
    red:
        begin
            if(counter==12)begin
                counter=0;
                next_state=green;
                current_state=next_state;
            end
            else begin
                next_state=red;
                current_state=next_state;
            end
            counter<=counter+1;
        end
    default:
        begin
            counter=0;
            next_state=green;
            current_state=next_state;
        end
    endcase
end
always@(*)begin
case(next_state)
    green: out=3'b100;
    yellow:out=3'b010;
    red: out=3'b001;
    default: out=3'b000;
endcase
end
endmodule
==> changes_impl.md <==
### Implementation results

- Outcome: finished, final reports clean
- Die height: 71.4 um
- Critical path peak fanout: 41
- WP data arrival: about 3.9 ns
- Switching part of the total: 22.5%
- Final hold vios: 0
- Chip area: 0.00510 mm2
- First-pass GRT wire length: between 7 and 8 mm
- Top cells by area: dfxtp_1, or3_1, mux2i_1
- Worst slew pin tran: around 0.93 ns
- IO Count: 5
- Sequential Power Share: 49.5%
- Count of buffers from port buffering: 4
- Post-Layout Cell Count: 287
- Tmin final: 3.71 ns
- Dpl cells: 279
- Fmax: 0.269 GHz
- Register share after synthesis: 35.3%
- CTS tree: yes
- Overall Power: around 0.39 mW
- R2R depth: 6
- Mapped Area: just under 0.002 mm2
- Max_cap viols: 0
- Via count: 1743
- Synthesized netlist cell count: 231
- WHS Path Cells: 2
- Area reported by Yosys stat: 0.00193 mm2
- Critical Path Sink Type: flip-flop
- Yosys cell types: 42
- Die width: 71.4 um
- WHS Endpoint: counter[29]
- Total wire length: 4.30 mm
- # hold bufs at CTS: 0
- P_int: 0.300 mW
- CTS root buf: clkbuf_8
- Post-DP HPWL: 2.89 mm
- CTS Buffer Depth: 2
- Hold_ws: approximately 0.52 ns
- Hold path start: counter[29]
- End of the worst register-to-register path: counter[14]
- N_diodes: 0
- Vias in the first global route: between 1500 and 2000
- Post-CTS setup buffers: 0
- Setup slack after placement: between 3 and 4 ns
- PnR worst setup slack: 3.79 ns
- Leakage power: 0.725 nW
- Avg WL per Cell: around 15 um
- Post-synth top area cell: dfxtp_1
- Synth top area share: 35.3%
- Yosys warning count: 1
- Initial DRC count: 59
- Max Transition Viols Final: 0
- Share of layout cells above drive strength 1: 8.51%
- Final instance area: 0.00211 mm2
- Final Skew: slightly above 0.006 ns
- CTS Buf Count: 5
- Worst-Skew Late Latency: 0.29 ns
- Fin Setup TNS: 0 ns
- Resize count post-CTS: 0
- # DRC: 0
- Final GP Congestion: 0.886
- Max_slew headroom: 37.6%
- Core area: 0.00450 mm2
- R2R Path Start: counter[0]
- Post-synth EDFFs: 0
- Fill cells: 458
- Crit path launch type: primary input
- Clock slew at reported path FFs: 0.07 ns
- Sinks on Clock Net: 34
- Floorplan core density: 42.8%
- Ys async rst share: 0%
- Largest net degree at the start of global routing: 42
- Reg2Reg Setup Slack: between 5 and 6 ns
- Area growth, synth to finish: 9.55%
- Peak supply drop: 0.0974 mV
- CP required: around 7.6 ns
- Clock Power Share: 43.0%
- Most common reg cell: dfxtp_1
- Net switching power: 0.0873 mW
- PwrDens: 184 mW/mm2
- Syn avg cell area: between 8 and 9 um2
- Worst Setup Path Type: primary input to flip-flop
- Vias per inst: 6.07
- Total global-route track usage: a little under a fifth
- Hold Path Class: flip-flop to flip-flop
- Number of cell rows: 24
- Overflow after GRT: 0
- H-tree depth: 2
- Tool Warnings: 25
- Yosys cell count: around 230
- Yosys reg bits: 34
- Antenna violations before repair: 0
- DP Area: 0.00200 mm2
- Antenna Nets Post-Route: 0
- Fin crit share: 49.5%
- Final core occ: 46.8%
- RSZ-0062 raised after global routing: no
- Power share of the combinational group: 7.5%
- Final setup vio count: 0
- DR pass1 iterations: 5
-- cell usage after synthesis, types with 8 or more instances --
master / n
nor2b_1: 10
nand2_1: 12
mux2i_1: 9
nand3_1: 12
o21ai_0: 13
nor2_1: 12
clkbuf_1: 8
or3_1: 17
nor4_1: 13
a21oi_1: 11
dfxtp_1: 34
nand4_1: 12
inv_1: 8
-- power by group through the flow --
| stage | combinational [mW] | clock (mW) | sequential, mW |
|---|---|---|---|
| CTS | 0.0294 | 0.170 | 0.192 |
| global route | 0.0321 | 0.180 | 0.193 |
| finish | 0.0290 | 0.167 | 0.192 |
-- cell type report --
class	count	area, um2	area share, %
Multi-Input combinational cell	180	1180	55.8
Sequential cell	34	681	32.3
Clock buffer	5	68.8	3.26
Tap cell	52	65.1	3.08
Timing Repair Buffer	5	47.5	2.25
Clock inverter	3	40.0	1.90
Inverter	8	30.0	1.42
-- cells by family after synthesis --
group	count (synthesis)	synth area share, %
flops	34	35.3
mux	9	4.68
xor+xnor	9	4.09
simple gates	127	41.3
buf+inv	17	3.51
compound gates	34	10.5
fa+ha+maj	1	0.650
-- routing by layer --
layer | part of all wire (%) | wire, um | track usage, % | vias to the layer above
li1 | - | - | - | 883
met1 | 49 | 2090 | 29.6 | 798
met2 | 43 | 1850 | 27.8 | 56
met3 | 6.7 | 290 | 3.42 | 6
met4 | 1.6 | 67 | 3.11 | 0
met5 | 0 | 0 | 0 | -
-- flip-flops by register name (all words and copies together) (netlist names) --
name        cells
counter        32
next_state      2
-- worst max-delay path by stage --
stage / startpoint / endpoint / slack (ns) / cells past startpoint
4_1_cts: reset / counter[26] / 3.82 / 8
5_1_grt: reset / counter[26] / 3.53 / 8
6_report: reset / counter[14] / 3.79 / 8
-- placed cells by master, fill, tap and decap left out, types with 8 or more instances in the layout --
master	netlist	routed
dfxtp_1	34	34
or3_1	17	17
nor4_1	13	13
o21ai_0	13	13
nand4_1	12	12
nor2_1	12	12
nand2_1	12	12
nand3_1	12	12
a21oi_1	11	11
nor2b_1	10	10
mux2i_1	9	9
inv_1	8	8
-- critical path: stages --
cell             delay [ns]
clkdlybuf4s50_1        0.39
buf_4                  0.23
nor2b_1                0.24
ha_1                   0.27
nand3_2                0.19
nor4_2                 0.70
or3_1                  0.20
o311ai_0               0.12
Power and IR drop assume default switching activity.
