`config.mk`:
```
export PLATFORM = sky130hd
export DESIGN_NAME = top_module
export DESIGN_NICKNAME = top_module
export VERILOG_FILES = /design/flow/design.v
export SDC_FILE = /design/flow/constraint.sdc
export NUM_CORES = 4
export LEC_CHECK = 1
export CORE_AREA = 10 10 70 70
export DIE_AREA = 0 0 80 80
```
`run.sh`:
```
#!/bin/bash
# OpenROAD 26Q1-2900-gdf79404cd8, Yosys 0.63+post, stock flow scripts
make -C /OpenROAD-flow-scripts/flow DESIGN_CONFIG=/design/flow/config.mk WORK_HOME=/design/flow/orfs finish
```
`design.v`:
```
module Arith_unit(
    input [1:0]a,
    input [1:0]b,
    input [2:0] sel,
    output reg signed [2:0]out
);
always@(*)begin
        case(sel)
        3'b000: out=a;
        3'b001: out=a+b;
        3'b010: out = b-1;
        3'b011: out= a>b? (a-b) :(b-a);
        3'b100: out = b*2;
        3'b101: out = a/2;
        3'b110: out = a+1;
        3'b111: out = b;
        default: out=3'b000;
    endcase
end
endmodule
module Logic_Unit(
    input [1:0]a,
    input [1:0]b,
    input [2:0] sel,
    output reg  [1:0]out
);
always@(*)begin
  case(sel)
        3'b000: out=~a;
        3'b001: out=(~b)+1;
        3'b010: out = a &b;
        3'b011: out = ~(a^b);
        3'b100: out = ~(a&b);
        3'b101: out = a^b;
        3'b110: out = a|b;
        3'b111: out = ~(a|b);
        default: out =2'b00;
    endcase
end
endmodule
module MUX(
    input [1:0]a,
    input [2:0]b,
    input sel,
    output reg signed [2:0] out
);
always@(*)begin
    case(sel)
        1'b0: out =b;
        1'b1: out = a;
        default: out = 3'b000;
    endcase
end
endmodule
module top_module (
    input [1:0] a_in,
    input [1:0] b_in,
    input [3:0] sel,
    output reg signed [2:0] y_out 
);
 wire [1:0] logic_unit_out;
 wire [2:0] arith_unit_out;
wire [2:0] y_out_wire;
Logic_Unit logic1(a_in,b_in,sel[2:0],logic_unit_out);
Arith_unit ar1(a_in,b_in,sel[2:0],arith_unit_out);
MUX mux(logic_unit_out,arith_unit_out,sel[3],y_out_wire);
always@(*)begin
y_out=y_out_wire;
end
endmodule
```
`constraint.sdc`:
```
current_design top_module

set clk_period 2.9
set clk_io_pct 0.2

create_clock -name clk0 -period $clk_period

set non_clock_inputs [all_inputs -no_clocks]
set_input_delay [expr $clk_period * $clk_io_pct] -clock clk0 $non_clock_inputs
set_output_delay [expr $clk_period * $clk_io_pct] -clock clk0 [all_outputs]
```
==> reports/results.txt <==
Multi-input gate area -> 553 µm²
Worst-margin pin slew -> 261 ps
Max Clock Freq -> 0.329 GHz
Avg Cell Area, Syn -> 7.81 µm²
First-pass GRT wire length -> 2.84 mm
Synth area leaders -> ha_1 18%, fa_1 11%, mux2i_1 7.2%
MaxCap Viol Count -> 0
FP Core Util -> 0.162
Post-CTS Hold Buffers -> 0
Synth mux share -> 0.174
Final hold vios -> 0
Tool Warnings -> 38
Gate Count Post-Synth -> 71
Final setup viols -> 1
Pin count of the biggest net entering global routing -> 22
Worst EP arrival -> 2460 ps
Flops -> 0
CP Class -> in2out
Fraction of layout instances using a drive strength above 1 -> 0.480
Top cell area share -> 0.181
Routed wire length -> 1.67 mm
GR Overflow Total -> 0
DRT antenna net count -> 0
Distinct cell type count after synthesis -> 33
Number of global-route vias before repair -> 640
Fin crit period -> 3040 ps
Setup ws final -> -144 ps
Ant. Diodes -> 0
I/O Buffers -> 11
Iter 0 DRT Violations -> 57
Hold Startpoint -> a_in[1]
Worst min path class -> in2out
Yosys warning tally -> 4
DIE HEIGHT -> 80 µm
Max IR drop VDD -> 0.0356 mV
Critical path peak fanout -> 3
Via Count -> 629
Place WS -> -1070 ps
Post-route cell area -> 907 µm²
Commonest Layout Cell -> buf_4
Drt wl/cell -> 11.6 µm
XOR/XNOR share of the synthesized area -> 0
Hold Crit Depth -> 6
Number of cells in Yosys stat -> 71
Slew headroom -> 0.825
Crit end category -> output port
CP required -> 2320 ps
RSZ-0062 raised after global routing -> yes
Ports -> 11
Vias per cell -> 4.37
Drt pass-1 iters -> 4
Leak -> 0.399 nW
Placer Congestion -> 0.792
Basic Gates by Area -> 0.190
Power Density -> 158 nW/µm²
Failing checks -> negative setup slack
Top logic family -> adder cells
Aoi share -> 0.255
YS chip area -> 554 µm²
Row count -> 21
Die X -> 80 µm
GRT Resource Usage Total -> 0.0515
Sequential element share of the synthesized area -> 0
Synthesized area -> 554 µm²
Tcrit/Tclk final -> 1.05
Post-DP Area -> 817 µm²
Max Slew Vio Count -> 0
Die ar. -> 6400 µm²
Hold Crit Endpoint -> y_out[1]
Clock buffers -> 0
Fillers -> 368
Most numerous logic cells after layout -> 17 x buf_4, 6 x nand2_1, 5 x a21oi_1, 5 x ha_1, 5 x buf_6
P&R area growth vs syn -> 63.7%
Antenna violations before repair -> 0
Yosys top cell by area -> ha_1
Yosys adder share -> 0.289
Core ar. -> 3420 µm²
Drc violations -> 0
Status -> complete, but fails checks
Setup TNS -> -144 ps
Startpoint Class -> input port
Seq. cell area -> 0 µm²
DP HPWL -> 1.30 mm
## power breakdown
| group | total [W] | internal (W) | switching, W |
|---|---|---|---|
| Sequential | 0 | 0 | 0 |
| Combinational | 0.000143 | 0.0000796 | 0.0000635 |
| Clock | 0 | 0 | 0 |
## worst max-delay path by stage
stage	startpoint	end	slack (ps)
4_1_cts	sel[1]	y_out[1]	-170
5_1_grt	sel[2]	y_out[1]	-260
6_report	sel[0]	y_out[1]	-140
## kinds of logic (layout without fill, tap and decap cells)
logic type,count (synthesis),after routing
AOI/OAI and AO/OA,20,20
muxes,8,8
adders and majority gates,11,11
and+or+nand+nor,21,21
buffers and inverters,11,38
## synth_stat cells, types with 2 or more instances
library cell  instances
nand2_1               7
nor2_1                3
mux2i_1               4
buf_2                 2
fa_1                  3
mux2_2                3
a21oi_1               5
nand2b_1              3
o21ai_0               4
inv_1                 7
ha_1                  8
## metrics by stage
stage	utilization	total power [W]	hold WS [ps]	instances
after floorplan	-	0.0000681	1170	71
after global placement	0.239	0.000124	2250	140
after detailed placement	0.239	0.000127	2250	140
after CTS	0.263	0.000141	1790	144
after global routing	0.266	0.000159	1780	144
final	0.266	0.000143	1680	144
## worst max-delay path: stages
cell      delay, ps
buf_6           100
o21ai_2         120
ha_2            180
inv_2            40
fa_2            430
mux2_4          280
a221oi_2        280
a211oi_2         60
o32ai_1         250
buf_2           140
## cell type report
type | count | share of cell area
Inverter | 7 | 0.0317
Multi-Input combinational cell | 60 | 0.610
Tap cell | 46 | 0.0634
Timing Repair Buffer | 31 | 0.295
## routing by layer
metal / vias up / GRT usage / routed length [µm]
met5: - / 0 / 0
met4: 0 / 0 / 0
met3: 0 / 0.00909 / 69
met2: 12 / 0.0859 / 774
met1: 301 / 0.0716 / 827
li1: 316 / - / -
## repair_timing
item,CTS,global route
resized,54,7
setup endpoints to repair,3,3
pin swaps,12,10
endpoints found under the hold margin,0,0
buffers inserted,4,0
Power figures rest on the tool's default switching activity, not on a simulated workload.
